[design/flow/design.v]
module add_sub_1 (in, add_sub, out);
    parameter LENGTH = 16; 
    input [LENGTH-1:0] in;
    input add_sub;
    output [LENGTH-1:0] out;
    assign out = add_sub ? in+1 : in-1;
endmodule
[design/flow/run.sh]
#!/bin/bash
# OpenROAD 26Q1-2900-gdf79404cd8, Yosys 0.63+post, stock flow scripts
make -C /OpenROAD-flow-scripts/flow DESIGN_CONFIG=/design/flow/config.mk WORK_HOME=/design/flow/orfs finish
[design/flow/config.mk]
export PLATFORM = sky130hd
export DESIGN_NAME = add_sub_1
export DESIGN_NICKNAME = add_sub_1
export VERILOG_FILES = /design/flow/design.v
export SDC_FILE = /design/flow/constraint.sdc
export NUM_CORES = 4
export LEC_CHECK = 1
export CORE_AREA = 10 10 70 70
export DIE_AREA = 0 0 80 80
[design/flow/constraint.sdc]
current_design add_sub_1

set clk_period 8.6
set clk_io_pct 0.2

create_clock -name clk0 -period $clk_period

set non_clock_inputs [all_inputs -no_clocks]
set_input_delay [expr $clk_period * $clk_io_pct] -clock clk0 $non_clock_inputs
set_output_delay [expr $clk_period * $clk_io_pct] -clock clk0 [all_outputs]
==> metrics.yaml <==
cells_and_area:
  drive_gt1_share_pct: 8.000
  utilization_pct: 32.45
  synthToLayoutAreaGrowth_pct: 51.71
  final_cells: 171
  fillers: 371
  nClkBuffers: 0
  stdcell_area_mm2: 0.001109
  regArea_um2: 0
  ff_count: 0
pwr:
  ir_drop_uv: 33.49
  p_leak_uw: 0.0004894
  power.total_uw: 90.42
  power_density_mw_per_mm2: 81.57
floorplanning:
  rows: 21
  die_h_um: 80
  fp-utilization_pct: 21.39
  chip_area_mm2: 0.006400
  die_w_um: 80
  pin_count: 33
  coreArea_mm2: 0.003416
min_path:
  hold_depth: 3
  min_path_type: "input port to primary output"
  min_to: "out[0]"
  hp-start: "in[0]"
synth:
  most_common_cell: "ha_1"
  yosysChipArea_um2: 730.7
  netlist.area_leader.share_pct: 23.97
  synthesis.area_um2: 730.7
  postSynthSeqShare_pct: 0
  ys_top_cells_by_area: "ha_1 (24%), xnor2_1 (8.4%), xor2_1 (8.4%)"
  synth_cells: 94
  ys_types: 31
  yosys_warnings: 0
  avgSynthCellArea_um2: 7.773
  yosysTopAreaCell: "ha_1"
  ys_cells: 94
  ys_top_cells_by_count: "ha_1 (14), a21oi_1 (10), nand2_1 (10)"
final_timing:
  fin_crit_ps: 6043
  final.period_utilization_pct: 70.27
  relSlewSlack_pct: 68.38
  clock.fmax_mhz: 165.5
  worst_pin_slew_ps: 473.8
  final_hold_viol_count: 0
  setup_viol: 0
  grt_setup_unrepaired: "false"
  fin_tns_setup_ps: 0
  slew_viol_final: 0
detailed_routing:
  vias_per_cell: 4.392
  dr.pass1.iters: 4
  drtAntennaViolNets: 0
  first_iter_violations: 39
  wirelength_um: 1946
  drc: 0
  diodes: 0
  wl_per_cell_um: 11.38
  via_count: 751
global_route:
  overflow: 0
  track_usage_pct: 5.876
  grt_max_degree: 15
  antenna_found_initial: 0
  grt_pass1_wl_um: 3256
  grt_pass1_vias: 768
placed_design:
  port_buffers: 33
  placed_area_mm2: 0.001109
  dp_cells: 171
  dp_hpwl_um: 1717
  gp_congestion: 0.8208
setup_path:
  cp_cell_sequence: "clkdlybuf4s50_1, inv_1, ha_1, o211ai_2, a21oi_2, o211ai_2, mux2_1, nor2_1, clkdlybuf4s50_1"
  cp_data_required_time_ps: 6880
  start_kind: "input port"
  worstSetupEndpointType: "primary output"
  worstSetupPathType: "input port to primary output"
  path_buffers: 3
  path_max_fanout: 14
  worstPathArrival_ps: 4320
  crit_family: "buffers and inverters"
  slowest_stage: "clkdlybuf4s50_1"
  max_stage_delay_ps: 480
status:
  status: "finished, final reports clean"
flow_run:
  warnings: 32
  drv_cap: 0
clock_tree:
  post_cts_buffers: 0
  postCtsHoldBufs: 0
  cts_resized: 0
==> worst max path at each step <==
stage	slack, ps	from	depth (start not counted)	to
CTS	2520	add_sub	9	out[12]
global route	2330	add_sub	9	out[12]
finish	2560	add_sub	9	out[12]
==> routing by layer <==
layer | part of all wire [%] | track usage, % | vias to the layer above
met3 | 9.1 | 1.818 | 0
met5 | 0 | 0 | -
met1 | 47 | 7.223 | 326
met4 | 0 | 0 | 0
li1 | - | - | 409
met2 | 44 | 10.35 | 16
==> tightest hold or removal path: cells and delay by family <==
kind	cells	cell delay [ps]
buffers and inverters	3	1020
==> stage by stage <==
step / worst slack, ps / hold slack, ps
final: 2557 / 4459
after global routing: 2329 / 4492
after CTS: 2521 / 4473
after detailed placement: 2527 / 4477
after global placement: 2552 / 4465
after floorplan: 3769 / 3472
==> power breakdown <==
| part | internal (uW) | switching (uW) | leakage (uW) |
|---|---|---|---|
| sequential | 0 | 0 | 0 |
| clock | 0 | 0 | 0 |
| combinational | 55.3 | 35.1 | 0.000489 |
| total | 55.3 | 35.1 | 0.000489 |
==> cells in the final DEF, fill, tap and decap left out, drive strengths merged <==
cell           count
clkdlybuf4s50     33
ha                14
a21oi             11
nand2             10
xor2               7
xnor2              7
a21o               6
o21ai              6
inv                4
nor2               4
o211ai             4
and3               3
nand2b             3
nand3              2
o21bai             2
and2               1
a211oi             1
a31oi              1
nand4              1
nor3               1
mux2               1
mux2i              1
o311ai             1
fa                 1
==> cell families after synthesis <==
family	after synthesis	share of synthesized area [%]
adder cells (fa/ha/maj)	15	26.71
AND/OR/NAND/NOR	25	16.10
buffers and inverters	6	3.423
AND-OR/OR-AND	32	34.08
multiplexers	2	2.911
XOR/XNOR	14	16.78
==> final cells by class <==
| type | instances | area [um2] | area share [%] |
|---|---|---|---|
| timing repair buffer | 33 | 330.3 | 29.80 |
| inverter | 4 | 15.01 | 1.354 |
| tap | 46 | 57.56 | 5.192 |
| multi-input combinational | 88 | 705.7 | 63.66 |
Power and IR drop assume default switching activity.
