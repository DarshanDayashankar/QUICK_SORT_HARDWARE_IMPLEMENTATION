==> /design/flow/design.v <==
module swap(clk, addr1, addr2, reg_addr, reg_out, reg_in, reg_READ_EN, reg_WRITE_EN, swap_en);
    parameter WORD_SIZE =16;
    input clk, swap_en;
    input [WORD_SIZE-1:0] addr1, addr2, reg_out;
    output reg [WORD_SIZE-1:0] reg_addr, reg_in;
    output reg reg_READ_EN, reg_WRITE_EN;
    reg [WORD_SIZE-1:0] temp1, temp2;
    reg [2:0] state;
    always @(posedge swap_en) state = 0;
    always @(posedge clk) 
    begin
        case (state)
            default :  
                begin
                reg_READ_EN = 1;
                reg_WRITE_EN = 0;
                reg_addr = addr1;
                state=1;
                end
            0:  
                begin
                reg_READ_EN = 1;
                reg_WRITE_EN = 0;
                reg_addr = addr1;
                state =1;
                end
            1:  
                begin
                reg_addr = addr2;
                temp1 = reg_out;
                state =2;
                end    
            2: 
                begin
                reg_READ_EN = 0;
                reg_WRITE_EN = 1;
                reg_addr = addr1;
                temp2 = reg_out;
                reg_in = temp2;
                state=3;
                end
            3: 
                begin
                reg_addr = addr2;
                reg_in = temp1;
                state = 4;
                end
            4:
                begin
                    reg_WRITE_EN = 0;    
                end          
        endcase
    end
endmodule
==> /design/flow/run.sh <==
#!/bin/bash
# OpenROAD 26Q1-2900-gdf79404cd8, Yosys 0.63+post, stock flow scripts
make -C /OpenROAD-flow-scripts/flow DESIGN_CONFIG=/design/flow/config.mk WORK_HOME=/design/flow/orfs finish
==> /design/flow/config.mk <==
export PLATFORM = sky130hd
export DESIGN_NAME = swap
export DESIGN_NICKNAME = swap
export VERILOG_FILES = /design/flow/design.v
export SDC_FILE = /design/flow/constraint.sdc
export NUM_CORES = 4
export LEC_CHECK = 1
export CORE_AREA = 10 10 70 70
export DIE_AREA = 0 0 80 80
==> /design/flow/constraint.sdc <==
current_design swap

set clk_period 1.0
set clk_io_pct 0.2

create_clock -name clk0 -period $clk_period [get_ports {clk}]
create_clock -name clk1 -period $clk_period [get_ports {swap_en}]

set non_clock_inputs [all_inputs -no_clocks]
set_input_delay [expr $clk_period * $clk_io_pct] -clock clk0 $non_clock_inputs
set_output_delay [expr $clk_period * $clk_io_pct] -clock clk0 [all_outputs]
==> run summary <==
run metrics: # rows 21, WL/cell 10.1 um, status completed, Post-synth top cells buf_4, dfxtp_1, conb_1, largest net degree at the start of global routing 10, Initial DRC Count 3, EDFF count, synth 0, grt ovf 0, worst vdd ir about 0.00076 V, Antenna diodes 0, area figure in the yosys stat output roughly 460 um^2, Die Span Y ~80 um, drt pass-1 iters 2, clock tree sinks 16, cells after synthesis 36, setup TNS 0 ps, CP max stage cell dfxtp_1, synth-to-layout area growth 61.1%, max reg flops 16, Final setup viols 0, RSZ-0062 raised after global routing no, Fin. Hold Viols 0, Root Driver clkbuf_4, most frequent cell after synthesis buf_4, Vias/cell 2.40, Crit. End Element primary output, Layout Cells excl Fill 116, Max-Cap Viols 0, pwr/cell area about 1600 mW/mm^2, clk buf depth 2, die area about 0.0064 mm^2, die width 80 um, register area share after synthesis between 60% and 70%, initial antenna violation count 0, Area contributors post-synth dfxtp_1, buf_4, conb_1, vias in the first global route roughly 300, first-pass GRT wire length between 1500 and 2000 um, Resized Gates After CTS 34, worst-path cell chain clkdlybuf4s15_1, tool warnings approximately 59, ys flops 16, asr flop ratio synth 0%, Mapped Area 463 um^2, Synth area leader dfxtp_1, Hold Buf Count CTS 0, Worst EP arrival about 750 ps, syn avg cell area between 10 and 15 um^2, Placed Cells incl. Taps between 100 and 150, Lkg Pwr approximately 0.34 nW, Hold Crit Class primary input to flop, Global Route Usage Sum around 3.2%, clk slew on worst S/H paths 80 ps, total wire length roughly 1200 um, remaining antenna violation count after routing 0, Crit Path Class flop to primary output, detailed placement HPWL approximately 1100 um, Final Max Slew Viols 0, Post-CTS Setup Bufs 0, num ports 84, CORE AREA ~0.0034 mm^2, CTS Buf Count 3, worst path bufs/invs 1, yosys synthesis warning count 7, DRC 0, total power ~0.0012 W, Req. time, crit path ~800 ps, crit-path max FO 1, CTS H-Tree Depth 1, TritonCTS clock tree yes, commonest register cell after synthesis dfxtp_1, distinct lib cells 3, area share of the largest cell type after synthesis a little under 70%, critical path's top delay family flip-flops, IO buf count 32, Initial Util between 10% and 20%, # Cells Yosys 36, GPL Wtd Cong 0.703, CP startpoint kind flop, routed via count roughly 280, share of layout cells above drive strength 1 34.3%, critical path's largest stage delay ~310 ps
==> worst paths after layout <==
check                 depth (start not counted)            to         start
worst max-delay path                          1  reg_addr[11]  reg_addr[11]
worst min-delay path                          1  reg_addr[13]     addr1[13]
==> metrics by stage <==
stage	cell area [um^2]	hold slack (ps)	setup WS, ps	util (%)
after global placement	766	650	26.8	22.4
after detailed placement	766	652	24.0	22.4
after floorplan	523	228	538	-
after global routing	746	327	11.1	21.8
after CTS	805	346	9.44	23.6
final	746	354	54.1	21.8
==> final cells by class <==
type | count | area, um^2
fillers | 385 | 2670
multi-input cells | 18 | 67.6
flip-flops and latches | 16 | 329
clock buffers | 4 | 36.3
well taps | 46 | 57.6
repair buffers | 32 | 255
==> per-layer routing <==
metal	global-route usage, %	vias up	wire (um)
met2	5.38	28	573
met5	0	-	0
met3	1.93	2	113
li1	-	138	-
met4	0.704	0	25
met1	3.23	110	457
==> cell usage in the layout (no fill, tap or decap), drive strengths merged <==
| cell type | count |
|---|---|
| clkbuf | 17 |
| dfxtp | 16 |
| clkdlybuf4s50 | 16 |
| conb | 18 |
| clkdlybuf4s15 | 3 |
==> logic make-up after synthesis <==
family	Yosys count	share of synthesized area, %
other cells	2	1.62
flops	16	69.2
buf+inv	18	29.2
==> report_power, final <==
group          leakage (nW)  total (W)  internal (W)  switching (W)
logic                 0.189  0.0000937     0.0000775      0.0000162
clock network        0.0210   0.000398      0.000221       0.000176
registers             0.135   0.000681      0.000673     0.00000781
Power and IR drop assume default switching activity.
